--- /design/flow/design.v ---
`timescale 1ns / 1ps
module DataCache(clk,
                 rstn,
                 iaddr,
                 idata_write,
                 ohit,
                 omem_addr,
                 imem_in,
                 omem_write_data,
                 odata_read,
                 iSigMemRead,
                 iSigMemWrite);
   input clk, rstn;
   input [31:0] iaddr;   
   input [31:0] idata_write;   
   input [127:0] imem_in;   
   input iSigMemRead, iSigMemWrite;   
   output reg ohit;   
   output reg [31:0] omem_addr;   
   output reg [31:0] omem_write_data;   
   output reg [31:0] odata_read;   
   reg [154:0] content[3:0];
   reg [1:0] counter;
   integer i;
   always @(negedge rstn) begin
      omem_addr = 0;
      odata_read = 0;
      omem_write_data = 0;
      ohit = 1;
      counter = 0;
      for (i = 0; i < 4; i = i + 1) begin
         content[i] = 0;
      end
   end
   always @(posedge clk) begin
      if (iSigMemWrite) begin
        omem_write_data = idata_write;
        omem_addr = iaddr;
         if (content[iaddr[5:4]][0] == 1'b1 &&
            content[iaddr[5:4]][154:129] == iaddr[31:6]) begin
            case (iaddr[3:2])
               2'b00 : content[iaddr[5:4]][32:1]   = idata_write;
               2'b01 : content[iaddr[5:4]][64:33]  = idata_write;
               2'b10 : content[iaddr[5:4]][96:65]  = idata_write; 
               2'b11 : content[iaddr[5:4]][128:97] = idata_write;
            endcase
         end
      end  
      if (iSigMemRead) begin
         if (content[iaddr[5:4]][0] == 1'b1 &&
            iaddr[31:6] == content[iaddr[5:4]][154:129]) begin  
            case (iaddr[3:2])
               2'b00 : odata_read = content[iaddr[5:4]][32:1];
               2'b01 : odata_read = content[iaddr[5:4]][64:33];
               2'b10 : odata_read = content[iaddr[5:4]][96:65];
               2'b11 : odata_read = content[iaddr[5:4]][128:97];
            endcase
            ohit = 1;
         end else begin   
            ohit = 0;
            if (counter == 3) begin
               content[iaddr[5:4]] = {iaddr[31:6],
                                      imem_in,
                                      1'b1};
               counter = 0;
               case (iaddr[3:2])
                  2'b00 : odata_read = imem_in[31:0];
                  2'b01 : odata_read = imem_in[63:32];
                  2'b10 : odata_read = imem_in[95:64];
                  2'b11 : odata_read = imem_in[127:96];
               endcase
               ohit = 1;
            end else begin
               counter = counter + 1;
            end   
         end   
      end   
   end   
endmodule  
module MemoryStage(
                   clk,
                   rstn,
                   iSIGS_WB,
                   iSig_MemWrite,
                   iSig_branch,
                   iSig_MemRead,
                   iALUzero,
                   iALUresult,
                   iregfile_read_data2,
                   iread_from_ram,  
                   oMemReadData,
                   oALUresult,
                   ocacheHit,
                   oram_addr_wdata,  
                   oram_data_wdata,  
                   oSig_PCSrc,
                   oSIGS_WB
                  );
   input clk, rstn;
   input iSig_branch;
   input iSig_MemWrite, iSig_MemRead;
   input iALUzero;
   input [31:0] iALUresult;
   input [31:0] iregfile_read_data2;
   input [127:0] iread_from_ram;
   input [1:0] iSIGS_WB;
   output [31:0] oMemReadData;
   output [31:0] oram_addr_wdata, oram_data_wdata;
   output reg [31:0] oALUresult;
   output reg [1:0] oSIGS_WB;
   output oSig_PCSrc;
   output ocacheHit;
   always @(posedge clk) begin
      oALUresult = iALUresult;
      oSIGS_WB = iSIGS_WB;
   end
   DataCache dcache(
            .clk(clk),
            .rstn(rstn),
            .iaddr(iALUresult),
            .idata_write(iregfile_read_data2),  
            .ohit(ocacheHit),   
            .omem_addr(oram_addr_wdata),  
            .imem_in(iread_from_ram),  
            .omem_write_data(oram_data_wdata),  
            .odata_read(oMemReadData),
            .iSigMemRead(iSig_MemRead),
            .iSigMemWrite(iSig_MemWrite));
   assign oSig_PCSrc = iSig_branch & iALUzero;
endmodule  
--- /design/flow/run.sh ---
#!/bin/bash
# OpenROAD 26Q1-2900-gdf79404cd8, Yosys 0.63+post, stock flow scripts
make -C /OpenROAD-flow-scripts/flow DESIGN_CONFIG=/design/flow/config.mk WORK_HOME=/design/flow/orfs finish
--- /design/flow/constraint.sdc ---
current_design MemoryStage

set clk_period 1.0
set clk_io_pct 0.2

create_clock -name clk0 -period $clk_period [get_ports {clk}]
create_clock -name clk1 -period $clk_period [get_ports {rstn}]

set non_clock_inputs [all_inputs -no_clocks]
set_input_delay [expr $clk_period * $clk_io_pct] -clock clk0 $non_clock_inputs
set_output_delay [expr $clk_period * $clk_io_pct] -clock clk0 [all_outputs]
--- /design/flow/config.mk ---
export PLATFORM = sky130hd
export DESIGN_NAME = MemoryStage
export DESIGN_NICKNAME = MemoryStage
export VERILOG_FILES = /design/flow/design.v
export SDC_FILE = /design/flow/constraint.sdc
export NUM_CORES = 4
export LEC_CHECK = 1
export CORE_AREA = 10 10 135 135
export DIE_AREA = 0 0 145 145
==> impl_metrics.env <==
# yosys + openroad results
export IMPL_cts_buffers=5
export IMPL_grt_pass1_vias=1109
export IMPL_numPortBuffers=71
export IMPL_drv_cap=0
export IMPL_use_met1_pct=4.90
export IMPL_top_area_cell="buf_4"
export IMPL_holdPathStages=1
export IMPL_synth_cell_area_sq_mm=0.00142
export IMPL_worstSetupStartpointType="flop"
export IMPL_clock_path_buffers=2
export IMPL_worstPathArrival_ps=760
export IMPL_fp_util_pct=9.32
export IMPL_gp_congestion=0.647
export IMPL_tns_ps=0
export IMPL_drt_wl_total_mm=4.12
export IMPL_finalHoldViolations=0
export IMPL_cts_sinks=34
export IMPL_synthCells=134
export IMPL_num_antenna_cells=0
export IMPL_cts_tree="yes"
export IMPL_cp_slowest_stage_delay_ps=310
export IMPL_die_width_um=145
export IMPL_drt_vias_per_instance=1.98
export IMPL_slowest_stage="dfxtp_2"
export IMPL_top_cell="buf_4"
export IMPL_busiest_layer="met1"
export IMPL_ios=332
export IMPL_worst_path_buf_inv=1
export IMPL_chip_area_sq_mm=0.0210
export IMPL_clk_pin_slew_worst_paths_ps=50
export IMPL_drc=0
export IMPL_drive_gt1_share_pct=8.53
export IMPL_track_usage_pct=3.46
export IMPL_setup_viol=0
export IMPL_drt_initial_drc_count=4
export IMPL_postCtsHoldBufs=0
export IMPL_grtUsageMet2_pct=4.48
export IMPL_synth_area_top_cells="buf_4, dfxtp_1, conb_1"
export IMPL_crit_required_ps=800
export IMPL_grt_max_degree=12
export IMPL_fp_dieH_um=145
export IMPL_ys_cells=134
export IMPL_antenna_found_initial=0
export IMPL_netlist_top_cells_count="buf_4, dfxtp_1, conb_1"
export IMPL_ys_flop_type="dfxtp_1"
export IMPL_synth_edff_count=0
export IMPL_pwr_density_cell_mw_per_mm2=1570
export IMPL_gr_usage_met3_pct=1.92
export IMPL_power_total_mw=3.40
export IMPL_first_pass_iters=2
export IMPL_crit_type="flop to output port"
export IMPL_fin_area_sq_mm=0.00217
export IMPL_cts_setup_buffers=0
export IMPL_ys_warn_count=819
export IMPL_gr_total_overflow=0
export IMPL_finalMaxSlewViolations=0
export IMPL_cpLargestDelayFamily="flip-flops"
export IMPL_path_cells="clkdlybuf4s15_1"
export IMPL_hold_path_class="input port to flop"
export IMPL_num_rows=45
export IMPL_cp_end_kind="output port"
export IMPL_ys_area_sq_mm=0.00142
export IMPL_rsz0062_at_grt="false"
export IMPL_syn_area_per_cell_sq_um=10.6
export IMPL_fin_util_pct=14.2
export IMPL_area_growth_syn_to_layout_pct=52.5
export IMPL_htree_levels=2
export IMPL_synthDistinctLibCells=4
export IMPL_status="completed"
export IMPL_placed_area_sq_mm=0.00203
export IMPL_root_buffer="clkbuf_16"
export IMPL_grt_pass1_wl_mm=5.79
export IMPL_leakage_nw=0.990
export IMPL_worstHoldStart="iALUresult[29]"
export IMPL_top_cell_area_share_pct=51.2
export IMPL_fp_coreArea_sq_mm=0.0153
export IMPL_ir_drop_mv=0.534
export IMPL_holdPathEnd="oALUresult[29]"
export IMPL_routedWlPerCell_um=9.76
export IMPL_dp_cells=414
export IMPL_fin_cells=422
export IMPL_ys_seq_elements=34
export IMPL_critPathMaxFanout=1
export IMPL_tool_warnings=190
export IMPL_vias=834
export IMPL_async_reset_ff_share_pct=0
export IMPL_drtAntennaViolNets=0
export IMPL_ys_seq_share_pct=47.8
## power by group
group	internal, mW	switching, mW	leakage [nW]
combinational	0.196	0.0610	0.625
sequential	1.43	0.0156	0.287
clock	1.17	0.526	0.0771
## cells in the final DEF, fill, tap and decap left out, drive strengths merged
| master | instances |
|---|---|
| and2 | 1 |
| conb | 97 |
| clkdlybuf4s50 | 34 |
| buf | 3 |
| bufinv | 1 |
| clkbuf | 9 |
| dlygate4sd2 | 1 |
| dlymetal6s2s | 1 |
| clkdlybuf4s15 | 29 |
| clkinvlp | 1 |
| dfxtp | 34 |
## metrics by stage
| stage | worst slack (ps) | hold slack (ps) |
|---|---|---|
| floorplan | 486 | 228 |
| global placement | -466 | 649 |
| detailed placement | -466 | 652 |
| CTS | -42.3 | 360 |
| global route | 0.0517 | 356 |
| finish | 38.4 | 364 |
## layer usage
| metal | vias up | share of wire (%) |
|---|---|---|
| met1 | 326 | 50 |
| li1 | 359 | - |
| met4 | 0 | 1.6 |
| met5 | - | 0 |
| met3 | 5 | 14 |
| met2 | 144 | 34 |
## logic make-up after synthesis
group                  share of synthesized area [%]
other                                          0.528
and+or+nand+nor                                0.440
DFF                                             47.8
buffers and inverters                           51.2
## registers in the layout (all words and copies together), names as in the netlist
register    cells
oALUresult     32
oSIGS_WB        2
## worst max-delay path by stage
stage / startpoint / to / slack (ps) / cells past startpoint
6_report: oALUresult[5] / oALUresult[5] / 40 / 1
4_1_cts: iALUzero / oSig_PCSrc / -40 / 3
5_1_grt: oALUresult[13] / oALUresult[13] / 0.05 / 1
## what timing repair did
item / 4_1_cts / 5_1_grt
resized: 67 / 18
setup endpoints to repair: 35 / 17
gates cloned: 0 / 0
pin swaps: 0 / 1
## final cells by class
cell class	instances	area [sq um]
fillers	1747	13100
multi-input cells	98	370
clock inverters	2	37.5
flip-flops and latches	34	687
well taps	211	264
repair buffers	71	682
clock buffers	6	129
Power is estimated from default activity; no workload was simulated.
