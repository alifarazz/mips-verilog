[flow/config.mk]
export PLATFORM = sky130hd
export DESIGN_NAME = Execute
export DESIGN_NICKNAME = Execute
export VERILOG_FILES = /design/flow/design.v
export SDC_FILE = /design/flow/constraint.sdc
export NUM_CORES = 4
export LEC_CHECK = 1
export CORE_UTILIZATION = 30
[flow/constraint.sdc]
current_design Execute

set clk_period 9.4
set clk_io_pct 0.2

create_clock -name clk0 -period $clk_period [get_ports {clk}]

set non_clock_inputs [all_inputs -no_clocks]
set_input_delay [expr $clk_period * $clk_io_pct] -clock clk0 $non_clock_inputs
set_output_delay [expr $clk_period * $clk_io_pct] -clock clk0 [all_outputs]
[flow/design.v]
`timescale 1ns / 1ps
module ALUctrlUnit(ifunct,
                   iALUOp,
                   oALUctrl);
    input [5:0] ifunct;
    input [1:0] iALUOp;
    output reg [2:0] oALUctrl;
    always @(iALUOp or ifunct) begin
        if (iALUOp == 2'b00)
            oALUctrl = 3'b010;
        else if (iALUOp == 2'b01)
            oALUctrl = 3'b110;
        else if (iALUOp == 2'b10)
            case (ifunct)
                6'b100000: oALUctrl = 3'b010;
                6'b100010: oALUctrl = 3'b110;
                6'b100100: oALUctrl = 3'b000;
                6'b100101: oALUctrl = 3'b001;
                6'b101010: oALUctrl = 3'b111;
            endcase
        else
            oALUctrl = 3'bxxx;
    end
endmodule  
`timescale 1ns / 1ps
module ALUexec(clk,
               iA,
               iB,
               iALUctrl,
               res,
               zero);
   input [31:0] iA, iB;
   input [2:0] iALUctrl;
   output reg zero;
   output reg [31:0] res;
   input clk;
   always @(posedge clk) begin
      zero = !(iA ^ iB);
      case(iALUctrl)
         3'b010: res = iA + iB;
         3'b110: res = iA - iB;
         3'b000: res = iA & iB;
         3'b001: res = iA | iB;
         3'b111: res = (iA < iB) ? 32'h1:32'h0;
         default: res = 32'hxxxxxxxx;
      endcase
   end
endmodule  
`timescale 1ns / 1ps
module AdderBranch(clk,
                    pc,
                   imm32,
                   pcAddResult);
   input clk;
   input [31:0] pc, imm32;
   output reg [31:0] pcAddResult;
   always @(posedge clk) begin
      pcAddResult = pc + imm32;
   end
endmodule  
`timescale 1ns / 1ps
module AdderShift(in,
                  out);
    input [31:0] in;
    output [31:0] out;
    assign out = in<<2;
endmodule  
module Execute(clk,
               iSig_RegDst,
               iSig_ALUOp,
               iSig_ALUSrc,
               iadder_branch_result,
               iregfile_read_1,
               iregfile_read_2,
               iimm,
               iins2016,
               iins1511,
               iSIGS_MEM,
               iSIGS_WB,
               o_adder_branch_result,
               oALU_zero,
               oALU_result,
               oreg_write_reg,
               otemp_regfile_2,
               oSIGS_MEM,
               oSIGS_WB
               );
   input clk;
   input iSig_RegDst;
   input [1:0] iSig_ALUOp;
   input iSig_ALUSrc;
   input [31:0] iadder_branch_result;
   input [31:0] iregfile_read_1, iregfile_read_2;
   input [31:0] iimm;
   input [4:0] iins2016, iins1511;
   input [1:0] iSIGS_WB;
   input [2:0] iSIGS_MEM;
   output [31:0] o_adder_branch_result;
   output oALU_zero;
   output [31:0] oALU_result;
   output [4:0] oreg_write_reg;
   output reg [31:0] otemp_regfile_2;
   output reg [1:0] oSIGS_WB;
   output reg [2:0] oSIGS_MEM;
   wire [31:0] alu_operand_2;
   wire [2:0] alu_ctrl;
   wire [31:0] imm_shifted;
   always @(posedge clk) begin
      otemp_regfile_2 = iregfile_read_2;
      oSIGS_MEM = iSIGS_MEM;
      oSIGS_WB = iSIGS_WB;
   end
   MuxRegDest muxRegDest(.clk(clk),
                         .rt(iins2016),
                         .rd(iins1511),
                         .RegDest(iSig_RegDst),
                         .rw(oreg_write_reg));
   MuxALUSrc muxALUSrc(
                       .B(iregfile_read_2),
                       .imm32(iimm),
                       .ALUSrc(iSig_ALUSrc),
                       .toAdder(alu_operand_2));
   ALUctrlUnit aLUctrlUnit(
                           .ifunct(iimm[5:0]),
                           .iALUOp(iSig_ALUOp),
                           .oALUctrl(alu_ctrl));
   ALUexec aLUexec(.clk(clk),
                   .iA(iregfile_read_1),
                   .iB(alu_operand_2),
                   .iALUctrl(alu_ctrl),
                   .res(oALU_result),
                   .zero(oALU_zero));
   AdderShift adderShift(.in(iimm), .out(imm_shifted));
   AdderBranch  adderBranch(.clk(clk),
                            .pc(iadder_branch_result),
                            .imm32(imm_shifted),
                            .pcAddResult(o_adder_branch_result));
endmodule  
`timescale 1ns / 1ps
module MuxALUSrc(B,
                 imm32,
                 ALUSrc,
                 toAdder);
    input [31:0] B, imm32;
    input ALUSrc;
    output [31:0] toAdder;
    assign toAdder = (ALUSrc) ? imm32:B;
endmodule  
`timescale 1ns / 1ps
module MuxRegDest(clk,
                  rt,
                  rd,
                  RegDest,
                  rw);
    input [4:0] rt, rd;
    input RegDest;
    output reg [4:0] rw;
    input clk;
    always @(posedge clk) begin
      rw = (RegDest) ? rd:rt;
    end
endmodule  
[flow/run.sh]
#!/bin/bash
# OpenROAD 26Q1-2900-gdf79404cd8, Yosys 0.63+post, stock flow scripts
make -C /OpenROAD-flow-scripts/flow DESIGN_CONFIG=/design/flow/config.mk WORK_HOME=/design/flow/orfs finish
==> results.txt <==
This note records the results obtained with Yosys and OpenROAD.

Worst hold path
Hold analysis shows the worst path with a depth of 1. The type of the worst min-delay path is in2reg. The startpoint of the most critical hold path is iSIGS_MEM[1]. The path with the worst hold slack has its endpoint at oSIGS_MEM[1].

Clocking
TritonCTS built the clock tree. The CTS root buffer is sky130_fd_sc_hd__clkbuf_16. The worst-case clock buffer depth is 2. The report lists the number of cells resized after CTS as 0. The post-CTS hold buffer count recorded in the log is 0. The number of buffers created by CTS is 9. The H-tree generated during clock tree synthesis spans 3 levels. The post-CTS setup buffer count is 0.

The clock-pin slew reported for the worst setup and hold paths after clock tree synthesis is approximately 0.090 ns.

Timing
The portion of the clock cycle consumed by the worst path in the final layout is about three fifths. The setup TNS is 0 ns. The worst max-slew margin expressed relative to the limit is ~49%. The final timing report lists a hold violation count of 0. The number of register pins that no clock reaches is 3. For the pin with the worst max-slew slack, the measured transition is between 0.7 and 0.8 ns.

Hold is met by a little under 2 ns. Per the finish-stage timing summary, setup violations number 0. The max-slew violation total from the final report is 0.

The time the final worst path needs with I/O delays and setup is ~5.7 ns. 3 endpoints have no timing constraint. Based on the critical path, the design can be clocked at up to approximately 0.18 GHz.

Setup repair after global routing left no endpoint under its margin.

Logic synthesis
The number of cells reported by Yosys stat comes to 1141. Averaged over all synthesized cells, the footprint is a little over 8 um^2. Among all flip-flop cells after synthesis, the most frequent one is sky130_fd_sc_hd__dfxtp_1. The largest area contributor in the synthesized netlist is sky130_fd_sc_hd__dfxtp_1.

The number of distinct library cell variants in the gate-level netlist after synthesis is between 70 and 80. The most used standard cell by instance count after synthesis is sky130_fd_sc_hd__ha_1. The number of flops mapped to enable cells by yosys is 0.

According to the Yosys statistics, the synthesized design has a chip area of roughly 9400 um^2. After synthesis the netlist holds a flip-flop and latch count of 110. In the synthesized netlist the async set-or-reset flop fraction comes to 0%. In this run the cell area of the synthesized design comes to 9420 um^2. Sorting the synthesized cells by how often they occur yields 150 x sky130_fd_sc_hd__ha_1, 119 x sky130_fd_sc_hd__inv_1, 107 x sky130_fd_sc_hd__dfxtp_1. Synthesis produced a netlist whose cell count is around 1100.

Ranked by total cell area, the synthesized netlist is headed by sky130_fd_sc_hd__dfxtp_1 23%, sky130_fd_sc_hd__ha_1 20%, sky130_fd_sc_hd__xnor2_1 5.3%, sky130_fd_sc_hd__a21oi_1 4.8%, sky130_fd_sc_hd__inv_1 4.7%. The share of synthesized area in the top cell type comes to 22.8%. During synthesis, Yosys emitted a total of 5 warnings.

GRT
The number of global-route vias before repair is around 8600. The global-route wire length before repair is just under 50000 um. The number of antenna violations at the first check in global routing is 0. Per the GRT congestion report, total overflow comes to 0. Entering global routing, the biggest net connects approximately 64 pins. Global routing consumed, over all layers together, roughly a fifth of the routing resources.

Route
The detailed-route wire length per cell is 18.9 um. The number of inserted diodes is 0. The average vias per placed instance is 5.17. The number of antenna-violating nets in the routed design is 0. The via count is 9202. The final routed DRC violation total is 0. The routed wire length is around 34000 um. The initial detailed-routing violation count is 757.

The iteration count of the initial detailed-routing pass is 26.

Power
Per the OpenROAD power report, leakage power amounts to ~5.5 nW. VDD sags by at most around 0.090 mV. The flow reported a cell area power density of between 100 and 150 nW/um^2.

Finish
For this run, the share of the core covered by cells in the final layout is approximately two fifths. Relative to the synthesized area, the layout overhead comes to 35.1%. The share of final-layout standard cells stronger than drive strength 1 is between 4 and 5%.

Job
The OpenROAD warning count is approximately 110. The tally of max-capacitance violations is 0.

Place
Per the placement log, port buffering inserted around 250 buffers. Detailed placement finished with a half-perimeter wire length of 27100 um. The final weighted congestion in routability-driven placement is between 0.9 and 1.

Floorplan
After floorplanning, the core was sized to cover 30700 um^2. The count of standard-cell rows is roughly 64. The horizontal die dimension is roughly 180 um. For this design the top-level I/O count stands at approximately 260. The overall die height is about 180 um. The floorplan step records an initial core utilization of 30.6%. The overall die size recorded for this design is 32100 um^2.

Critical path
The worst setup path is captured at a register. The critical path in this run is classified as in2reg. The beginning of the critical path is iSig_ALUSrc.

STA classifies the critical path startpoint as an input port. Per the timing report, the biggest fanout along the worst path comes to 32. The arrival time of the worst setup path is 5.90 ns. The required time at the worst endpoint is listed as ~9.6 ns.

Run status
The run finished with clean final reports.
==> stage by stage <==
step	std cells	setup slack (ns)	area, um^2	total power, mW
floorplan	1141	3.90	9420	0.933
global placement	1763	3.39	12400	1.28
detailed placement	1763	3.34	12400	1.28
CTS	1779	3.75	12700	1.73
global route	1779	3.44	12700	1.83
finish	1779	3.73	12700	1.71
==> worst max path at each step <==
stage | endpoint | slack [ns] | cells past startpoint
after CTS | aLUexec.res[31] | 3.75 | 13
after global routing | aLUexec.res[31] | 3.44 | 13
final | aLUexec.res[31] | 3.73 | 13
==> cells in the final DEF (no fill, tap or decap), drive strengths merged, types with 5 or more instances in the layout <==
| cell type | n |
|---|---|
| nand3 | 14 |
| a21oi | 91 |
| nor3 | 23 |
| mux2i | 43 |
| o21a | 11 |
| clkbuf | 10 |
| nor2b | 16 |
| a211oi | 21 |
| o22ai | 8 |
| nor4 | 13 |
| xnor2 | 57 |
| o21ai | 60 |
| a21o | 25 |
| o21bai | 10 |
| inv | 121 |
| o211ai | 16 |
| ha | 150 |
| xor2 | 13 |
| o31ai | 11 |
| or2 | 6 |
| o221ai | 13 |
| nor2 | 96 |
| nand4 | 7 |
| clkdlybuf4s50 | 253 |
| a31oi | 9 |
| dfxtp | 107 |
| nand2 | 59 |
| and2 | 5 |
| a221oi | 12 |
| mux2 | 6 |
| a2111oi | 9 |
| buf | 10 |
| a22oi | 5 |
| nand2b | 9 |
==> final cells by class <==
| class | count | area, um^2 |
|---|---|---|
| tap | 396 | 495 |
| multi-input combinational | 875 | 6650 |
| inverter | 119 | 447 |
| sequential | 110 | 2190 |
| clock buffer | 10 | 239 |
| clock inverter | 6 | 96.3 |
| fill | 3041 | 18000 |
| timing repair buffer | 263 | 2610 |
==> state kept, by name (all words and copies together) (netlist names) <==
register and cells:
aLUexec.res 32, adderBranch.pcAddResult 32, otemp_regfile_2 32, muxRegDest.rw 5
aLUctrlUnit.oALUctrl 3, oSIGS_MEM 3, oSIGS_WB 2, aLUexec.zero 1
==> critical path, cell delays in order <==
cell and delay (ns):
sky130_fd_sc_hd__buf_2 0.08, sky130_fd_sc_hd__buf_4 0.47, sky130_fd_sc_hd__mux2i_1 0.59, sky130_fd_sc_hd__ha_1 0.47
sky130_fd_sc_hd__inv_1 0.31, sky130_fd_sc_hd__nand3_1 0.32, sky130_fd_sc_hd__nor3_1 0.44, sky130_fd_sc_hd__nand4b_4 0.16
sky130_fd_sc_hd__a2111oi_4 0.36, sky130_fd_sc_hd__o31ai_2 0.18, sky130_fd_sc_hd__o311ai_2 0.27, sky130_fd_sc_hd__mux2i_1 0.21
sky130_fd_sc_hd__o221ai_1 0.12
==> metal layers <==
| layer | part of all wire, % | global-route usage [%] | vias up |
|---|---|---|---|
| met5 | 0 | 0 | - |
| met2 | 46 | 33.8 | 376 |
| met1 | 44 | 29.7 | 4274 |
| met4 | 1.6 | 3.33 | 0 |
| li1 | - | - | 4524 |
| met3 | 9.0 | 3.89 | 28 |
==> cell families after synthesis <==
logic type	share of synthesized area, %
compound gates	24.3
xor+xnor	6.51
fa+ha+maj	20.6
buf+inv	6.23
flops	22.8
latches	0.478
mux	5.29
simple gates	13.9
==> where the power goes <==
| group | internal, mW | total (mW) | leakage [nW] | switching [mW] |
|---|---|---|---|---|
| logic | 0.374 | 0.727 | 4.41 | 0.353 |
| registers | 0.525 | 0.546 | 0.927 | 0.0210 |
| clock network | 0.245 | 0.440 | 0.166 | 0.195 |
No activity file was given, so power comes from the tool's default toggle rates.
